==> design.v <==
`timescale 1ns / 1ps
module control(
    input [3:0] select,
    input clk,rst_done,
    output bg0,c1,mar_c,mar_lr,rev_out,bln_out
    );
reg bg0_sig = 0;
reg c1_sig,mar_c_sig,mar_lr_sig,rev_c1_sig,bln_out_sig = 0;
reg rst_sig = 0;
always @(posedge clk ) 
begin
case (select)
        1 :begin
               bg0_sig = 1;
           end
        2 :begin
               bln_out_sig = 1;
               bg0_sig = 1;
           end
        3 :begin
               c1_sig =1;
           end
        4 :begin
               c1_sig =1;
               rev_c1_sig =1;
           end 
        5 :begin
               mar_c_sig = 1;
           end 
        6 :begin
               mar_lr_sig = 1;
           end                        
  default :begin
               bg0_sig = 0;
               c1_sig =0;
               rev_c1_sig =0;
               bln_out_sig = 0;
               mar_c_sig = 0;
               mar_lr_sig =0;
           end
 endcase
 if(rst_done)
begin
               bg0_sig = 0;
               c1_sig =0;
               rev_c1_sig =0;
               bln_out_sig = 0;
               mar_c_sig = 0;
               mar_lr_sig =0;
end 
end 
assign bg0 = bg0_sig;
assign c1 = c1_sig;
assign mar_c = mar_c_sig;
assign mar_lr = mar_lr_sig;
assign rev_out = rev_c1_sig ;
assign bln_out =bln_out_sig;
assign rst = rst_sig;           
endmodule
==> run.sh <==
#!/bin/bash
# OpenROAD 26Q1-2900-gdf79404cd8, Yosys 0.63+post, stock flow scripts
make -C /OpenROAD-flow-scripts/flow DESIGN_CONFIG=/design/flow/config.mk WORK_HOME=/design/flow/orfs finish
==> config.mk <==
export PLATFORM = sky130hd
export DESIGN_NAME = control
export DESIGN_NICKNAME = control
export VERILOG_FILES = /design/flow/design.v
export SDC_FILE = /design/flow/constraint.sdc
export NUM_CORES = 4
export LEC_CHECK = 1
export CORE_AREA = 10 10 70 70
export DIE_AREA = 0 0 80 80
==> constraint.sdc <==
current_design control

set clk_period 1.3
set clk_io_pct 0.2

create_clock -name clk0 -period $clk_period [get_ports {clk}]

set non_clock_inputs [all_inputs -no_clocks]
set_input_delay [expr $clk_period * $clk_io_pct] -clock clk0 $non_clock_inputs
set_output_delay [expr $clk_period * $clk_io_pct] -clock clk0 [all_outputs]
==> run notes <==
The flow ran to the end, and the final reports show no timing, DRC or antenna violations. The clock tree root driver cell was clkbuf_4. Synthesis handed over a netlist of 27 instances. Leakage power total: 0.2363 nW. The setup path with the least slack is of type input port to flop. Entering global routing, the biggest net connects 7 pins.

The final weighted congestion recorded by global placement is 0.7179. The multi-input combinational cells in the finished layout cover a total of 107.6 um2. By area the synthesized netlist is led by dfxtp_1 (51%), nor2_1 (16%), a21oi_1 (6.4%). The tools report the sum of negative setup slack as 0 ns.

The run gives 0.4555 ns for the worst hold margin. Setup repair after global routing left no endpoint under its margin. Dividing the final minimum period by the clock period gives 93.72%.

The script logs the ratio of routed vias to standard cells as 2.644. CTS H-tree depth: 1. The tools report the worst setup slack after layout as 0.08162 ns. With the count of input and output buffers at 11, the post-detailed-route wirelength per cell is 8.211 um.

Before antenna repair, the detailed router went through 2 iterations. The count of placed standard cells including taps is 87, and the number of synthesized register bits is 6. The synth_stat.txt file lists the number of cells as 27.

The worst vdd rail ir drop is 0.0002343 V, and the area figure in the yosys stat output is 235.2 um2. The run gives 1097 um as the global-route wire length before repair. Per the final report, max-transition violations number 0. The layout has 400 filler cells. The register area is 123.9 um2, and the number of vias in the routed layout is 238. The biggest area contributor in the post-synthesis netlist is dfxtp_1. With the number of setup violations in the final report at 0, the highest clock rate is 0.8208 GHz. Per the cell usage report, the commonest logic cells after layout are nor2_1 (10), dlygate4sd2_1 (6), buf_4 (4).

The floorplan has 21 rows. Final antenna-violating net count: 0. The routed layout reports a DRC error count of 0. Per the synthesis report, the number of distinct cell types is 10.

With the number of warnings in the stage logs at 25, the y dimension of the die is 80 um. The cell area after technology mapping was 235.2 um2; the reported max-cap violation count was 0. The longest clock path from root to sink contains 2 buffers. The share of synthesized area occupied by flip-flops and latches was 51.06%. The run gives 6.886% for the initial cell density of the core. The top-area cell type share of the netlist area was 51.06%. Clock tree synthesis inserted a total of 3 buffers. The final timing report lists a hold violation count of 0. The initial antenna violation count was 0; the maximum net fanout on the critical path was 5.

Global routing finished with a remaining overflow of 0. Most heavily used metal layer in global routing: met3. The worst setup path is captured at a flop. The global routing report lists met3 layer usage as 3.409%.

TritonCTS built the clock tree. The core area was 0.003416 mm2. In this run the count of I/O pins placed on the die edge is 12. The via count of the first global-routing pass was 223.

The time the worst path needs with I/O delays and setup is 1.218 ns, and the clock sink count is 6. Dividing total power by cell area gives a power density of 920.8 mW/mm2. Startpoint kind of the worst setup timing path: an input port. The layout summary lists the proportion of cells stronger than drive strength 1 as 27.27%.

The run gives 83.19% as the worst-case headroom to the max-slew limit. Global routing used 2.416% of the available tracks across all layers. The data required time reported for the critical path is 1.47 ns. With the number of DRC markers after the initial detailed-route iteration at 13, the setup clock skew after layout is 0 ns. The most frequently placed logic cell in the final layout was nor2_1. The final wirelength is 739 um, and the transition time at the pin with the least slew margin is 0.2521 ns. The tools report the number of non-filler instances in the completed layout as 90. The post-synthesis area per instance was 8.712 um2; the global routing usage on met1 was 3.087%.

The run gives 1.39 ns as the worst path arrival time. Clock latency on the worst-skew pair, taken at its later pin, is 0.24 ns. The run gives 80 um for the x dimension of the die. For the met2 layer usage reported by global route, the log shows 2.247%. For this run, the script counts the antenna cells in the layout as 0. The worst min-delay path class is flop to flop. OpenSTA, run right after detailed placement, puts the worst setup slack at -0.2617 ns. The run gives 0.04 ns for the clock slew seen by the registers of the worst setup and hold paths. The area added between synthesis and finish was 92.02%; the number of warnings issued by yosys was 2. Detailed placement ended at an HPWL of 586.9 um.

The floorplan step defined a die boundary enclosing 0.006400 mm2.
==> metal layers <==
metal / routed length, um / share of wire [%]
met1: 393 / 53
met2: 200 / 27
met3: 144 / 19
met4: 0 / 0
met5: 0 / 0
==> registers in the layout, indices dropped and copies added (netlist names) <==
name,count
bln_out_sig,1
c1_sig,1
mar_lr_sig,1
mar_c_sig,1
rev_c1_sig,1
bg0_sig,1
==> logic make-up (layout without fill, tap and decap cells) <==
logic type	after synthesis	in the layout	share of synthesized area [%]
buf+inv	1	18	3.193
simple gates	15	15	31.92
flops	6	6	51.07
compound gates	4	4	10.11
xor+xnor	1	1	3.724
==> cells in the mapped netlist (all sizes together) <==
| cell | n |
|---|---|
| nor3 | 2 |
| buf | 1 |
| or4 | 1 |
| a221oi | 1 |
| nor2 | 10 |
| and3b | 1 |
| a21oi | 3 |
| xor2 | 1 |
| and3 | 1 |
| dfxtp | 6 |
==> report_power, final <==
part           switching [W]  internal, W  leakage [nW]
combinational      0.0000249    0.0000367         0.172
clock              0.0000557     0.000104        0.0138
sequential        0.00000307     0.000192        0.0502
total              0.0000837     0.000332         0.236
==> final timing paths <==
check | endpoint | from | cells after the start | slack [ns]
max reg2reg | c1_sig | c1_sig | 2 | 0.53
min | rev_c1_sig | rev_c1_sig | 2 | 0.46
max | mar_lr_sig | select[3] | 3 | 0.08
min reg2reg | rev_c1_sig | rev_c1_sig | 2 | 0.46
==> layout make-up <==
class,count,share of cell area [%]
multi-input cells,20,23.82
clock buffers,3,4.986
repair buffers,15,31.02
flip-flops and latches,6,27.42
well taps,46,12.74
==> critical path, stage by stage <==
cell and delay (ns):
clkdlybuf4s50_1 0.42, or4_4 0.58, nor2_1 0.12
==> stage by stage <==
step	utilization [%]	power [W]	instance area (um2)
after global placement	12.45	0.0002653	425.4
after detailed placement	12.45	0.0002658	425.4
after global routing	13.22	0.0004468	451.7
after floorplan	-	0.0002207	235.2
after CTS	12.97	0.0004280	442.9
final	13.22	0.0004159	451.7
==> timing repair <==
action,4_1_cts,5_1_grt
setup buffers,0,0
endpoints found under the setup margin,10,3
hold buffers,0,0
resized,8,4
No activity file was given, so power comes from the tool's default toggle rates.
